File: flow/config.mk
export PLATFORM = sky130hd
export DESIGN_NAME = EventReceiverChannel
export DESIGN_NICKNAME = EventReceiverChannel
export VERILOG_FILES = /design/flow/design.v
export SDC_FILE = /design/flow/constraint.sdc
export NUM_CORES = 4
export LEC_CHECK = 1
export CORE_UTILIZATION = 50
File: flow/run.sh
#!/bin/bash
# OpenROAD 26Q1-2900-gdf79404cd8, Yosys 0.63+post, stock flow scripts
make -C /OpenROAD-flow-scripts/flow DESIGN_CONFIG=/design/flow/config.mk WORK_HOME=/design/flow/orfs finish
File: flow/constraint.sdc
current_design EventReceiverChannel

set clk_period 9.3
set clk_io_pct 0.2

create_clock -name clk0 -period $clk_period [get_ports {Clock}]

set non_clock_inputs [all_inputs -no_clocks]
set_input_delay [expr $clk_period * $clk_io_pct] -clock clk0 $non_clock_inputs
set_output_delay [expr $clk_period * $clk_io_pct] -clock clk0 [all_outputs]
File: flow/design.v
`timescale 1ns / 1ps
module EventReceiverChannel(
		input				Clock,
		input 				Reset,
		input   [7:0]       eventStream,
		input 	[7:0]	 	myEvent,
		input 	[31:0]		myDelay,
		input	[31:0]		myWidth,
		input				myPolarity,
		output 				trigger
    );
	 reg [31:0] delayCounter;
	 reg [31:0] widthCounter;
	 reg startDelay;
	 reg startWidth;
	 wire trigVal;
	 always @ (posedge Clock)
	 begin
		if (Reset) delayCounter <= 0;
		else if (startDelay) delayCounter <= delayCounter + 1;
		else if (delayCounter >= (myDelay)) delayCounter <= 0;
		else delayCounter <= delayCounter;
	 end
	 always @ (posedge Clock)
	 begin
		if (Reset) widthCounter <= 0;
		else if (startWidth) widthCounter <= widthCounter + 1;
		else if (widthCounter >= myWidth) widthCounter <= 0;
		else widthCounter <= widthCounter;
	 end
	 always @ (posedge Clock)
	 begin
		if (Reset) startDelay <= 0;
		else if (myEvent == eventStream) startDelay <= 1;
		else if (delayCounter == (myDelay - 1)) startDelay <= 0;
		else startDelay <= startDelay;
	 end
	 always @ (posedge Clock)
	 begin
		if (Reset) startWidth <= 0;
		else if (delayCounter == (myDelay)) startWidth <= 1;
		else if (widthCounter == (myWidth - 1)) startWidth <= 0;
		else startWidth <= startWidth;
	 end
	 assign triggVal = (myPolarity) ? !startWidth : startWidth;
	 assign trigger = ((myDelay != 32'd0) && (myWidth != 32'd0)) ? triggVal : 1'b0;
endmodule
==> results.cfg <==
; physical design summary
[outcome]
status = finished clean

[final_timing]
rsz0062_at_grt = false
setup_viol = 0
fin_crit_sh = 0.7737
timing_hold_violations_final = 0
relSlewSlack = 0.3989
tightestPinTransition_ns = 0.8891
clock_skew_ns = 0.005303
hold_slack_ns = 0.5208
report.final.slew_viol_count = 0
fmax_mhz = 139.0
finalSetupTns_ns = 0
fin_crit_ns = 7.195

[synth]
ys_chip_area_sq_um = 7192
ys_top_cells_by_area = dfxtp_1 18%, ha_1 12%, xnor2_1 8.6%
ys.flop_type = dfxtp_1
synth_cell_type_count = 65
yosysWarnings = 2
syn_area_per_cell_sq_um = 7.287
ys_seq_share = 0.1837
top_area_cell = dfxtp_1
most_common_cell = nand2_1
synthArstFlopShare = 0
synth-seq-cells = 66
syn_area_sq_um = 7192
syn_inst = 987
edf_count = 0
synth-cells-yosys = 987
common_cells = 94 x nand2_1, 88 x inv_1, 71 x xnor2_1, 68 x ha_1, 66 x dfxtp_1
top_area_frac = 0.1837

[grt]
grt_pass1_wl_microns = 31380
met3_usage = 0.02242
top_usage_layer = met2
grt_overflow_total = 0
gr-usage-met1 = 0.3826
grtUsageMet2 = 0.4470
grt_pass1_vias = 6603
track_usage = 0.2667
antenna_found_initial = 0
grt_max_degree = 29

[critical_path]
cp-start-kind = input pin
crit_top_cell = clkdlybuf4s50_1
criticalPathCategory = input pin to primary output
critPathArrivalTime_ns = 5.34
cp_slowest_cell = or4_2
worstPathRequired_ns = 7.44
max_stage_delay_ns = 0.79
crit_fanout = 5
path_cells = clkdlybuf4s50_1 > inv_1 > ha_1 > nor4b_1 > nand3_1 > or4_2 > o21ai_0 > nor2_1 > clkdlybuf4s50_1
end_kind = primary output

[pwr]
p_seq_frac = 0.393
sw_frac_of_total = 0.2592
vdd_drop_max_mv = 0.07837
pwr-share-comb = 0.183
power.internal_uw = 535.7
power.density_nw_per_um2 = 85.84
p_clk_frac = 0.423
switching_power_uw = 187.4
p_leak_nw = 3.300

[routing]
vias = 7096
drc = 0
antenna_left = 0
routed_wl_microns = 18590
antennaDiodeCount = 0
drt_pass1_iterations = 5
wl_per_cell_microns = 15.03
via_per_inst = 5.736
dr.first_iter.drc_count = 354

[die]
chipWidth_microns = 121.9
row_count = 43
ioPinCount = 84
dieHeight_microns = 121.9
initCoreUtil = 0.5161
core_sq_um = 13930
chipArea_sq_um = 14870

[layout]
utilization = 0.6045
fillers = 1300
comb_area_sq_um = 5398
final_layout_size_suffix_gt1_frac = 0.03311
syn_to_final_growth_pct = 17.12
regArea_sq_um = 1321
fin_area_sq_um = 8423

[cts]
cts.clk_slew.worst_paths_ns = 0.05
clock-root-buffer = clkbuf_16
post_cts_buffers = 0
tritoncts = built
numCtsBuffers = 9
insertion_delay_ns = 0.33
cts_resized = 0
cts_hold_buf = 0
ctsLongestPathBuffers = 2
htree_levels = 3
clock_sinks = 66

[place]
numPortBuffers = 83
gp_congestion = 0.8909
placed_area_sq_um = 8158
dp_hpwl_microns = 14840

[run]
openroad.warnings = 26
drv_cap = 0

[hold_path]
min_path_type = flop to flop
[final timing paths]
path               startpoint               end  slack (ns)  depth (start not counted)
max                myWidth[0]           trigger        2.10                          9
max reg2reg  delayCounter[29]  delayCounter[18]        6.03                         10
min reg2reg  widthCounter[13]  widthCounter[13]        0.52                          1
min          widthCounter[13]  widthCounter[13]        0.52                          1
[power by group through the flow]
stage         Combinational [mW]  Clock (mW)  Sequential (mW)
global route               0.148       0.328            0.284
CTS                        0.133       0.315            0.284
finish                     0.133       0.306            0.284
[per-stage QoR]
step                      setup slack (ns)  total power, mW  std cells
after floorplan                      3.501           0.3567        987
after global placement               2.193           0.4228       1221
after detailed placement             2.128           0.4223       1221
after CTS                            2.108           0.7320       1237
after global routing                 1.871           0.7598       1237
final                                2.105           0.7231       1237
[worst max-delay path: cells and delay by family]
| kind | cells | cell delay [ns] |
|---|---|---|
| adder cells (fa/ha/maj) | 1 | 0.23 |
| buffers and inverters | 3 | 0.95 |
| AND/OR/NAND/NOR | 4 | 1.95 |
| AND-OR/OR-AND | 1 | 0.35 |
[cells in the final DEF (no fill, tap or decap), drive strengths merged, types with 34 or more instances in the layout]
cell	netlist	routed
nand3	57	57
xor2	34	34
dfxtp	66	66
xnor2	71	71
o21ai	45	45
nand2	95	95
ha	68	68
inv	88	88
nand4	34	34
a21oi	44	44
nor2	59	59
clkdlybuf4s50	0	83
[flip-flops by register name, indices dropped and copies added (netlist names)]
register / cells
delayCounter: 32
widthCounter: 32
startDelay: 1
startWidth: 1
[metal layers]
metal,share of wire,vias up
li1,-,3772
met1,0.49,3176
met2,0.46,126
met3,0.033,22
met4,0.017,0
met5,0,-
[area by class of cell]
type,instances,area share
timing repair buffer,90,0.1049
tap,180,0.02674
sequential,66,0.1569
clock buffer,13,0.02971
inverter,88,0.03922
multi-input combinational,797,0.6408
clock inverter,3,0.001783
[cell families (layout without fill, tap and decap cells)]
logic type / Yosys count / after routing / share of synthesized area
buf+inv: 124 / 194 / 0.06611
compound gates: 222 / 222 / 0.2036
xor+xnor: 105 / 105 / 0.1279
simple gates: 394 / 394 / 0.2893
fa+ha+maj: 68 / 68 / 0.1183
flops: 66 / 66 / 0.1837
mux: 8 / 8 / 0.01113
Power and IR drop assume default switching activity.
