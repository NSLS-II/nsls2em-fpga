--- design/flow/design.v ---
`timescale 1ns / 1ps
module timeofDayReceiver(
    input 					Clock,
    input 					Reset,
    input 		[7:0] 	EventStream,
    output reg	[63:0] 	TimeStamp,
	output reg [31:0] Seconds,
	output reg [31:0] Offset,
	output reg [4:0]  Position,
	output eventClock
	);
	reg [31:0] offsetReg;
	reg [31:0] secondsReg;
	reg clear;
	reg clear_reg;
	always @ (posedge Clock)
	begin
		if (EventStream == 8'h7d)  Position <= 5'b11111;
		else if ((EventStream == 8'h70) || (EventStream == 8'h71)) Position <= (Position - 1);
		else Position <= Position;
	end
	always @ (posedge Clock)
	begin
		if (Reset || clear_reg) Seconds <= 32'd0;		
		else if (EventStream == 8'h70) Seconds[Position] <= 1'b0;
		else if (EventStream == 8'h71) Seconds[Position] <= 1'b1;
		else Seconds <= Seconds;
	end
	always @ (posedge Clock)
	begin
		if (EventStream == 8'h7d) secondsReg <= Seconds;
		else secondsReg <= secondsReg;
	end
	always @ (posedge Clock)
	begin
		if (EventStream == 8'h7d) Offset <= 32'd0;
		else Offset <= (Offset + 1);
	end
	always @ (posedge Clock)
	begin
		if (EventStream == 8'h7d) clear <= 1'b1;
		else clear <= 1'b0;
		clear_reg <= clear;
	end
	always @ (posedge Clock)
	begin
		if (Reset) TimeStamp <= 64'd0;
		else  TimeStamp <= {secondsReg,Offset};
	end
	assign eventClock = ((EventStream == 8'h70) || (EventStream == 8'h71) || (EventStream == 8'h7D));
endmodule
--- design/flow/run.sh ---
#!/bin/bash
# OpenROAD 26Q1-2900-gdf79404cd8, Yosys 0.63+post, stock flow scripts
make -C /OpenROAD-flow-scripts/flow DESIGN_CONFIG=/design/flow/config.mk WORK_HOME=/design/flow/orfs finish
--- design/flow/config.mk ---
export PLATFORM = sky130hd
export DESIGN_NAME = timeofDayReceiver
export DESIGN_NICKNAME = timeofDayReceiver
export VERILOG_FILES = /design/flow/design.v
export SDC_FILE = /design/flow/constraint.sdc
export NUM_CORES = 4
export LEC_CHECK = 1
export CORE_UTILIZATION = 50
--- design/flow/constraint.sdc ---
current_design timeofDayReceiver

set clk_period 3.9
set clk_io_pct 0.2

create_clock -name clk0 -period $clk_period [get_ports {Clock}]

set non_clock_inputs [all_inputs -no_clocks]
set_input_delay [expr $clk_period * $clk_io_pct] -clock clk0 $non_clock_inputs
set_output_delay [expr $clk_period * $clk_io_pct] -clock clk0 [all_outputs]
==> impl_metrics.json <==
{
  "cellPowerDensity_nw_per_um2": 537.7,
  "gr-total-overflow": 0,
  "relSlewSlack_pct": 46.80,
  "finalClockPeriodUsage_pct": 84.01,
  "grt_pass1_vias": 4041,
  "netSwitchingFraction_pct": 25.97,
  "setup_tns_ns": 0,
  "power.leakage_nw": 3.144,
  "place_congestion": 0.9172,
  "ys_ff": 167,
  "syn_avg_cell_area_um2": 10.83,
  "remaining_drc_errors": 0,
  "tritoncts": "done",
  "io-pin-count": 144,
  "fp_util_pct": 52.05,
  "path_class": "in -> out",
  "end_kind": "output port",
  "start_kind": "primary input",
  "ys_area_um2": 6045,
  "hp-class": "reg -> reg",
  "flop_cell": "dfxtp_1",
  "post-route-cell-area_um2": 8155,
  "synth.top_cell.area_share_pct": 44.71,
  "via_per_inst": 5.194,
  "p_clk_share_pct": 36.2,
  "hpwl_um": 8178,
  "diodes": 0,
  "clock.fmax_ghz": 0.3052,
  "fin_crit_ns": 3.276,
  "globalRouteMet3Util_pct": 5.762,
  "slowest_stage": "nor4b_2",
  "die_h_um": 112.0,
  "grtUsageMet1_pct": 36.31,
  "use_met2_pct": 29.61,
  "wire_per_inst_um": 14.44,
  "crit_start": "EventStream[2]",
  "p_comb_share_pct": 16.4,
  "setup-violations-final": 0,
  "drtPass1Iterations": 26,
  "cp_max_fo": 7,
  "hold_viol_final": 0,
  "skew_ns": 0.009146,
  "synth.distinct_cells": 39,
  "io_buffers": 143,
  "post-synth-top-count-cell": "dfxtp_1",
  "rsz0062_at_grt": "no",
  "ys_async_sr_fraction_pct": 0,
  "area_leaders": "dfxtp_1, edfxtp_1, nor2b_1",
  "grt_max_degree": 65,
  "ir_drop_mv": 0.4064,
  "antenna_found_initial": 0,
  "cp_data_arrival_time_ns": 2.50,
  "antenna_left": 0,
  "common_cells": "dfxtp_1, nor2b_1, nand2_1",
  "cts_htree_levels": 4,
  "min-delay-start": "clear",
  "vias": 4415,
  "grt-busiest-layer": "met1",
  "ys_cells": 558,
  "warnings": 29,
  "clockBufferDepth": 2,
  "rows": 39,
  "clock.latency.late_pin_ns": 0.41,
  "crit_chain": "clkdlybuf4s50_1 -> nor4b_2 -> nand2_1 -> nand2_1 -> clkdlybuf4s50_1",
  "nFillCells": 835,
  "slowest_delay_ns": 0.54,
  "seq_power_share_pct": 47.4,
  "report.final.slew_viol_count": 0,
  "edf_count": 32,
  "grt_pass1_wl_um": 20200,
  "area_growth_pct": 34.92,
  "status": "complete, no violations",
  "timing.rr.start": "Position[0]",
  "routed_wl_um": 12280,
  "yosysWarningCount": 1,
  "cts-resized-gates": 0,
  "ys_seq_share_pct": 60.61,
  "cts_buffers": 17,
  "p_int_mw": 3.246,
  "path_clk_slew_ns": 0.06,
  "tightest_slew_ns": 0.7919,
  "layout-drive-gt1-share_pct": 6.365,
  "place_area_um2": 7575,
  "post_cts_buffers": 0,
  "required_ns": 3.12,
  "core_area_um2": 11610,
  "drtIter0Drc": 268,
  "ctsHoldBuffers": 0,
  "grtUsageTotal_pct": 21.13,
  "top_area_cell": "dfxtp_1",
  "chip_area_um2": 12530,
  "synthCells": 558,
  "netlist_area_um2": 6045,
  "clkSinkCount": 167,
  "cts-root-buf": "clkbuf_16",
  "finish.utilization_pct": 70.22,
  "switching_power_mw": 1.139,
  "die_x_um": 112.0,
  "drv_cap": 0,
  "holdWs_ns": 0.3252
}
-- power by group through the flow --
stage | combinational (mW) | sequential (mW) | clock, mW
final | 0.718 | 2.08 | 1.59
after global routing | 0.792 | 2.10 | 1.70
after CTS | 0.715 | 2.08 | 1.63
-- worst paths after layout --
check | depth (start not counted) | slack, ns | to
setup / recovery | 5 | 0.62 | eventClock
hold / removal | 0 | 0.33 | clear_reg
setup reg to reg | 7 | 1.46 | register
hold reg to reg | 0 | 0.33 | clear_reg
-- placed cells by master (no fill, tap or decap), drive strengths merged, types with 8 or more instances in the layout --
| master | instances |
|---|---|
| a21oi | 15 |
| buf | 10 |
| clkbuf | 24 |
| clkdlybuf4s50 | 142 |
| dfxtp | 135 |
| edfxtp | 32 |
| inv | 12 |
| mux2i | 38 |
| nand2 | 54 |
| nand2b | 8 |
| nand3 | 23 |
| nand4 | 27 |
| nor2 | 20 |
| nor2b | 61 |
| nor3 | 10 |
| o21ai | 12 |
| or3 | 11 |
| xnor2 | 11 |
| xor2 | 8 |
-- critical path, delay by kind of cell --
family	cells	cell delay (ns)
and+or+nand+nor	3	0.83
buffers and inverters	2	0.89
-- kinds of logic after synthesis --
group | count (synthesis) | share of synthesized area [%]
buf+inv | 44 | 2.960
flops | 167 | 60.61
simple gates | 246 | 22.54
mux | 38 | 6.293
xor+xnor | 19 | 2.753
fa+ha+maj | 5 | 1.035
compound gates | 39 | 3.809
-- stage by stage --
stage          worst slack [ns]  std cells  power [mW]
2_1_floorplan            0.9729        558       2.427
3_3_place_gp             0.6855        818       2.809
3_5_place_dp             0.6294        818       2.821
4_1_cts                  0.6230        850       4.422
5_1_grt                  0.4792        850       4.593
6_report                 0.6238        850       4.385
-- per-layer routing --
layer	routed length [µm]	part of all wire, %
met1	6116	50
met2	5209	42
met3	845	6.9
met4	106	0.86
met5	0	0
-- layout make-up --
type                       count  area, µm²  area share (%)
tap                          143      178.9           2.194
multi-input combinational    347       2205           27.03
inverter                       9      33.78          0.4142
clock inverter                 8      56.30          0.6904
timing repair buffer         152       1494           18.32
sequential                   167       3664           44.92
clock buffer                  24      524.3           6.428
Power is estimated from default activity; no workload was simulated.
