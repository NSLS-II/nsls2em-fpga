`config.mk`:
```
export PLATFORM = sky130hd
export DESIGN_NAME = LocalDataCRC
export DESIGN_NICKNAME = LocalDataCRC
export VERILOG_FILES = /design/flow/design.v
export SDC_FILE = /design/flow/constraint.sdc
export NUM_CORES = 4
export LEC_CHECK = 1
export CORE_UTILIZATION = 40
```
`constraint.sdc`:
```
current_design LocalDataCRC

set clk_period 8.5
set clk_io_pct 0.2

create_clock -name clk0 -period $clk_period [get_ports {clk}]

set non_clock_inputs [all_inputs -no_clocks]
set_input_delay [expr $clk_period * $clk_io_pct] -clock clk0 $non_clock_inputs
set_output_delay [expr $clk_period * $clk_io_pct] -clock clk0 [all_outputs]
```
`run.sh`:
```
#!/bin/bash
# OpenROAD 26Q1-2900-gdf79404cd8, Yosys 0.63+post, stock flow scripts
make -C /OpenROAD-flow-scripts/flow DESIGN_CONFIG=/design/flow/config.mk WORK_HOME=/design/flow/orfs finish
```
`design.v`:
```
`timescale 1ns / 1ps
module LocalDataCRC(
	input clk,
	input rst,		
	input [31:0] data_in,
	input crc_en,
	output	reg [31:0] CRCout
	);
  reg [7:0] lfsr_q = {8{1'b1}};
  reg [7:0] lfsr_c;
  always @(*) begin
    lfsr_c[0] = lfsr_q[3] ^ lfsr_q[4] ^ data_in[0] ^ data_in[1] ^ data_in[9] ^ data_in[10] ^ data_in[18] ^ data_in[19] ^ data_in[27] ^ data_in[28];
    lfsr_c[1] = lfsr_q[3] ^ lfsr_q[5] ^ data_in[0] ^ data_in[2] ^ data_in[9] ^ data_in[11] ^ data_in[18] ^ data_in[20] ^ data_in[27] ^ data_in[29];
    lfsr_c[2] = lfsr_q[3] ^ lfsr_q[6] ^ data_in[0] ^ data_in[3] ^ data_in[9] ^ data_in[12] ^ data_in[18] ^ data_in[21] ^ data_in[27] ^ data_in[30];
    lfsr_c[3] = lfsr_q[3] ^ lfsr_q[7] ^ data_in[0] ^ data_in[4] ^ data_in[9] ^ data_in[13] ^ data_in[18] ^ data_in[22] ^ data_in[27] ^ data_in[31];
    lfsr_c[4] = lfsr_q[3] ^ data_in[0] ^ data_in[5] ^ data_in[9] ^ data_in[14] ^ data_in[18] ^ data_in[23] ^ data_in[27];
    lfsr_c[5] = lfsr_q[0] ^ lfsr_q[3] ^ data_in[0] ^ data_in[6] ^ data_in[9] ^ data_in[15] ^ data_in[18] ^ data_in[24] ^ data_in[27];
    lfsr_c[6] = lfsr_q[1] ^ lfsr_q[3] ^ data_in[0] ^ data_in[7] ^ data_in[9] ^ data_in[16] ^ data_in[18] ^ data_in[25] ^ data_in[27];
    lfsr_c[7] = lfsr_q[2] ^ lfsr_q[3] ^ data_in[0] ^ data_in[8] ^ data_in[9] ^ data_in[17] ^ data_in[18] ^ data_in[26] ^ data_in[27];
  end  
  always @(posedge clk, posedge rst) begin
    if(rst) begin
      lfsr_q <= {8{1'b1}};
    end
    else begin
      lfsr_q <= crc_en ? lfsr_c : lfsr_q;
    end
  end  
initial begin
   CRCout <= 32'd0;  
   lfsr_q <= {8{1'b1}};
end
	always @ (posedge clk)
	begin
		if (rst) CRCout <= 32'd0;
		else if (crc_en) CRCout <= (CRCout + lfsr_q);
		else CRCout <= CRCout;
	end	
endmodule  
```
==> flow_summary.ini <==
; flow metrics
[outcome]
status = finished, final reports clean

[sta]
rsz0062_at_grt = false
fin_skew_ns = 0.0158
fin_crit_ns = 3.62
tns_ns = 0
max_slew_margin_pct = 51.8
max_freq_mhz = 276
tightest_slew_ns = 0.723
hold_viol_final = 0
fin_crit_sh_pct = 42.6
setup_viol = 0
drv_slew = 0

[synth]
top_area_share_pct = 24.9
yosys.area_share.xor_xnor_pct = 15.4
edf_count = 0
numSynthFlops = 40
flop_cell = dfxtp_1
ys_sh_aoi_pct = 16.6
ys_cells = 279
syn_inst = 279
synthTopCellsByArea = dfxtp_1 (25%), xnor2_1 (11%), dfstp_2 (8.2%)
mux_area_share_pct = 6.08
ys_sh_simple_pct = 20.7
netlist_area_um2 = 2570
syn_avg_cell_area_um2 = 9.22
yosysWarnings = 1
synthArstFlopShare_pct = 20.0
adder_share_pct = 4.67
top_area_cell = dfxtp_1
synthDistinctLibCells = 52
yosysSeqAreaShare_pct = 33.1
top_logic_kind = simple AND/OR/NAND/NOR gates
synth_chip_area_um2 = 2570

[setup_path]
worstReg2RegStart = lfsr_q[1]
crit_type = in -> reg
cp.arrival_ns = 3.83
cp-startpoint = crc_en
startpoint_type = input pin
end_kind = register
r2r_cells = 6
cp_data_required_time_ns = 8.70
crit_fanout = 31

[floorplanning]
fp.dieW_um = 82.2
core_area_um2 = 6060
fp.dieH_um = 82.2
die-area_um2 = 6760
rows = 28
num_io_pins = 67
initCoreUtil_pct = 42.4

[min_path]
min_path_type = reg -> reg
holdPathStages = 2
hp-start = CRCout[17]

[clock_tree]
cts.reportedPaths.clkPinSlew_ns = 0.09
cts_resized = 0
tritoncts = done
htree_levels = 2
clk_latency_ns = 0.30
cts-hold-fix-buffers = 0
cts.sinks = 40
clockRootBuffer = clkbuf_8
cts_buffers = 5
clockBufferDepth = 2
post-cts-setup-buffers = 0

[routing]
drt-pass1-iter-count = 4
diodes = 0
via_count = 2222
routedWlPerCell_um = 12.9
drt_iter0_markers = 79
vias_per_cell = 5.32
drc = 0
wl_um = 5390
postRouteAntennaNets = 0

[job]
max_cap_viol_count = 0
warnings = 25

[power_and_ir_drop]
power_leakage_nw = 1.17
ir_drop_uv = 144
p_per_area_nw_per_um2 = 271

[placed_design]
dp.final_hpwl_um = 3950
io_buffers = 66
place_congestion = 0.811

[global_routing]
grt_util_all_layers_pct = 18.1
grt_pass1_wl_um = 9360
antenna_found_initial = 0
grt_max_degree = 43
grt_pass1_vias = 1967
grt_remaining_overflow = 0

[final_layout]
syn_to_final_growth_pct = 32.0
drive_above_1_share_pct = 11.4
post-route-util_pct = 56.0
==> sequential cells by signal, indices dropped and copies added (netlist names) <==
| register | count |
|---|---|
| lfsr_q | 8 |
| CRCout | 32 |
==> layer usage <==
layer	up-vias	GRT usage, %	routed length (um)
met5	-	0	0
met4	0	1.40	48
met3	6	3.90	293
met2	62	29.4	2480
met1	1008	26.3	2560
li1	1146	-	-
==> power breakdown <==
| group | leakage [nW] | switching (mW) | internal (mW) | total (mW) |
|---|---|---|---|---|
| Clock | 0.0583 | 0.0724 | 0.0885 | 0.161 |
| Sequential | 0.344 | 0.0427 | 0.243 | 0.286 |
| Combinational | 0.766 | 0.231 | 0.241 | 0.472 |
| Total | 1.17 | 0.346 | 0.573 | 0.919 |
==> critical path, stage by stage <==
cell and delay (ns):
clkdlybuf4s50_1 0.40, buf_4 0.24, and3_1 0.21, o2111a_1 0.13
a21oi_2 0.57, and4bb_2 0.31, mux2_2 0.26
==> synthesized netlist by cell type, types with 2 or more instances <==
cell	n
and3_1	3
nor3_1	2
buf_2	3
and2_1	2
a21o_1	3
a211oi_1	2
mux2i_1	4
nand3_1	7
xnor2_1	32
nor4b_1	2
nand2_1	8
buf_1	2
dfstp_2	8
mux2_2	9
o21ai_2	2
xor2_1	10
o21a_1	4
a21oi_1	28
dfxtp_1	32
nand4_1	5
nor4_1	4
nor3b_1	3
o31ai_1	9
ha_1	8
buf_6	2
or3_1	8
nor2b_1	8
nor2_1	18
o21ai_0	9
inv_1	7
or4_1	10
clkbuf_1	5
==> stage by stage <==
step	cells	instance area, um^2	setup WS (ns)	total power, mW	hold slack [ns]
floorplan	279	2570	5.60	0.648	0.452
global placement	410	3280	4.58	0.763	0.491
detailed placement	410	3280	4.55	0.763	0.499
CTS	418	3390	4.88	0.930	0.512
global route	418	3390	4.73	1.00	0.537
finish	418	3390	4.88	0.919	0.508
==> logic make-up after synthesis <==
group | Yosys count
simple gates | 88
compound gates | 66
xor+xnor | 43
flops | 40
buf+inv | 19
mux | 14
fa+ha+maj | 9
==> final cells by class <==
cell class | instances | area (um^2)
clock inverters | 3 | 47.5
repair buffers | 68 | 676
clock buffers | 5 | 68.8
flip-flops and latches | 40 | 851
well taps | 75 | 93.8
multi-input cells | 220 | 1630
fillers | 545 | 2670
inverters | 7 | 26.3
==> final timing paths <==
kind	endpoint	slack [ns]
min in group asynchronous	lfsr_q[7]	2.30
min reg2reg	CRCout[17]	0.51
max reg2reg	CRCout[31]	5.89
max in group asynchronous	lfsr_q[5]	6.16
max	CRCout[31]	4.88
min	CRCout[17]	0.51
==> placed cells by master, fill, tap and decap left out, drive strengths merged, types with 4 or more instances in the layout <==
cell type	netlist	routed
ha	8	8
or4	11	11
nand4	5	5
o21ai	11	11
nor2b	8	8
mux2	10	10
dfstp	8	8
xor2	10	10
inv	7	7
nor2	18	18
nand2	8	8
nand3	8	8
xnor2	33	33
mux2i	4	4
o21a	4	4
clkdlybuf4s50	0	66
nor4	4	4
o31ai	9	9
dfxtp	32	32
clkbuf	5	5
a21oi	30	30
or3	8	8
Power and IR drop assume default switching activity.
